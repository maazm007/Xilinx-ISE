`/design/flow/design.v`:
```
module Bitwise(a,b,out_and,out_or,out_xor,out_nota,out_notb,out_xnor);
	input [3:0]a,b;
	output [3:0]out_and,out_or,out_xor,out_nota,out_notb,out_xnor;
	assign out_and = a & b;
	assign out_or = a | b;
	assign out_xor = a ^ b;
	assign out_nota = ~a;
	assign out_notb = ~b;
	assign out_xnor = a ^~ b;
endmodule
```
`/design/flow/constraint.sdc`:
```
current_design Bitwise

set clk_period 1.0
set clk_io_pct 0.2

create_clock -name clk0 -period $clk_period

set non_clock_inputs [all_inputs -no_clocks]
set_input_delay [expr $clk_period * $clk_io_pct] -clock clk0 $non_clock_inputs
set_output_delay [expr $clk_period * $clk_io_pct] -clock clk0 [all_outputs]
```
`/design/flow/config.mk`:
```
export PLATFORM = sky130hd
export DESIGN_NAME = Bitwise
export DESIGN_NICKNAME = Bitwise
export VERILOG_FILES = /design/flow/design.v
export SDC_FILE = /design/flow/constraint.sdc
export NUM_CORES = 4
export LEC_CHECK = 1
export CORE_AREA = 10 10 70 70
export DIE_AREA = 0 0 80 80
```
`/design/flow/run.sh`:
```
#!/bin/bash
# OpenROAD 26Q1-2900-gdf79404cd8, Yosys 0.63+post, stock flow scripts
make -C /OpenROAD-flow-scripts/flow DESIGN_CONFIG=/design/flow/config.mk WORK_HOME=/design/flow/orfs finish
```
==> results.txt <==
impl run done, here's what came out: run status finished, final reports clean, vias in the first global route 334, CP Cell Sequence buf_6 > inv_4 > ha_4 > inv_1 > clkdlybuf4s15_1, Synth warnings 0, Log Warnings 39, total number of vias about 280, switching power 0.0000683 W, pwr dens ~340 nW/µm², CTS Hold Bufs 0, ANT cells 0, DP HPWL about 760 µm, Routed Wire Length around 900 µm, Post-Syn Area about 160 µm², post-synth cell types 2, yosys cell count 24, Hold/Removal Path Class in -> out, total grt overflow 0, Setup CP Type in -> out, Gate Count Post-Synth 24, antenna-violating nets left 0, Area Growth Syn to Fin 311%, non-filler instance count after layout ~110, Combinational Power Share 1.000, WP data required ~0.80 ns, CP peak stage delay between 0.2 and 0.3 ns, port buffer count 32, Crit. End Element primary output, Core ar. approximately 3400 µm², Slew @ Worst Pin approximately 0.052 ns, vias per cell around 2.6, CP max-delay cell ha_4, Initial Util 0.0469, TritonRoute pass-1 iters 2, Avg Synthesized Cell Area about 6.7 µm², largest net degree at the start of global routing 3, Post-DP Area 546 µm², die span in x about 80 µm, FMAX ~1000 MHz, Initial DRC Count 2, Commonest Layout Cell dlygate4sd2_1, Tot GR Track Use 0.0289, placed cells 103, Flops 0, share of layout cells above drive strength 1 0.523, worst path arrival time between 0.7 and 0.8 ns, worst-path fanout max 2, Switching Share 0.309, DIE HEIGHT roughly 80 µm, Critical Path End out_xnor[3], cell row count 21, Final Hold Violation Tally 0, global-route wire length before repair between 1500 and 2000 µm, drt wl/cell roughly 8.3 µm, max-slew violations 0, Max VDD drop approximately 89 µV, Clk network pwr share 0, RePlAce Congestion approximately 0.7, Critical Path Source Type input pin, MaxCap Viol Count 0, P_leak around 0.34 nW, clock period minus worst slack approximately 0.96 ns, Die Size about 6400 µm², Final Cycle Share 0.959, register area 0 µm², Rel. slew slack 0.965, IO Pins 32, Design Area, Final between 600 and 700 µm², most numerous logic cells after layout dlygate4sd2_1, buf_4, inv_4, clkdlybuf4s15_1, inv_1, Synth Seq Share 0, residual DRC count 0, Int Power 0.000153 W, Setup crit start a[3], initial antenna violation count 0, RSZ-0062 raised after global routing false, yosys stat chip area between 150 and 200 µm², CLK BUF 0, # setup viols final 0, fraction of power consumed by sequential logic 0, Fin Setup TNS 0 ns
[worst max-delay path: cells and delay by family]
kind	cells	cell delay, ns
adder cells (fa/ha/maj)	1	0.25
buffers and inverters	4	0.30
[how the worst min path moves through the flow]
stage	to	slack, ns	start	cells after the start
4_1_cts	out_and[3]	0.71	a[3]	3
5_1_grt	out_and[3]	0.73	a[3]	3
6_report	out_and[3]	0.71	a[3]	3
[synth_stat cells, drive strengths merged]
cell type  instances  share of area
inv               16           0.38
ha                 8           0.63
[final cells by class]
| cell class | count | area (µm²) |
|---|---|---|
| tap | 46 | 57.6 |
| inverter | 16 | 80.1 |
| multi-input combinational | 8 | 150 |
| timing repair buffer | 41 | 370 |
| fill | 381 | 2760 |
[what timing repair did]
item,in CTS,in global routing
resized,98,5
pin swaps,4,0
cloned,0,0
setup buffers,9,0
setup endpoints to repair,24,5
[layer usage]
metal,up-vias,track usage,part of all wire
met2,16,0.0490,0.47
li1,144,-,-
met4,0,0,0
met1,124,0.0310,0.34
met3,0,0.0193,0.19
met5,-,0,0
[power by group through the flow]
| stage | clock (W) | combinational [W] | sequential [W] |
|---|---|---|---|
| after global routing | 0 | 0.000250 | 0 |
| final | 0 | 0.000221 | 0 |
| after CTS | 0 | 0.000218 | 0 |
[logic make-up after synthesis]
kind of cell             after synthesis  synth area share
buffers and inverters                 16             0.375
adder cells (fa/ha/maj)                8             0.625
[stage by stage]
stage / total power (W) / util / setup slack, ns / hold WS (ns)
final: 0.000221 / 0.193 / 0.0407 / 0.710
after global routing: 0.000250 / 0.193 / 0.00241 / 0.727
after CTS: 0.000218 / 0.190 / 0.00785 / 0.712
after detailed placement: 0.000202 / 0.160 / -0.776 / 1.35
after global placement: 0.000198 / 0.160 / -0.748 / 1.34
after floorplan: 0.0000194 / - / 0.281 / 0.419
No activity file was given, so power comes from the tool's default toggle rates.
