==> flow/design.v <==
module Arithmetic(add,sub,mul,div,mod,a,b);
	input [3:0]a,b;
	output [7:0]add,sub,mul,div,mod;
	assign add = a + b;
	assign sub = a - b;
	assign mul = a * b;
	assign div = a / b;
	assign mod = a % b;
endmodule
==> flow/run.sh <==
#!/bin/bash
# OpenROAD 26Q1-2900-gdf79404cd8, Yosys 0.63+post, stock flow scripts
make -C /OpenROAD-flow-scripts/flow DESIGN_CONFIG=/design/flow/config.mk WORK_HOME=/design/flow/orfs finish
==> flow/config.mk <==
export PLATFORM = sky130hd
export DESIGN_NAME = Arithmetic
export DESIGN_NICKNAME = Arithmetic
export VERILOG_FILES = /design/flow/design.v
export SDC_FILE = /design/flow/constraint.sdc
export NUM_CORES = 4
export LEC_CHECK = 1
export CORE_AREA = 10 10 80 80
export DIE_AREA = 0 0 90 90
==> flow/constraint.sdc <==
current_design Arithmetic

set clk_period 7.2
set clk_io_pct 0.2

create_clock -name clk0 -period $clk_period

set non_clock_inputs [all_inputs -no_clocks]
set_input_delay [expr $clk_period * $clk_io_pct] -clock clk0 $non_clock_inputs
set_output_delay [expr $clk_period * $clk_io_pct] -clock clk0 [all_outputs]
==> flow_metrics.tcl <==
# implementation run metrics
set metrics [dict create \
    status "finished, violations left" \
    violations "setup timing" \
    port_buffers 45 \
    core_mm2 0.00472 \
    vdd_ir_drop_max_v 0.000224 \
    gp_congestion 0.904 \
    die-area_mm2 0.00810 \
    clockPowerShare_pct 0 \
    arrival_ns 8.84 \
    tightestPinTransition_ns 0.957 \
    area_growth_pct 80.8 \
    cp_slowest_cell "or3_4" \
    grt_overflow 0 \
    whs_ns 3.49 \
    detail-route-antenna-nets 0 \
    timing.final.crit_period_ns 10.28 \
    top_area_share_pct 27.0 \
    yosysTopAreaCell "ha_1" \
    viasPerCell 5.13 \
    warning_count 44 \
    p_int_mw 0.720 \
    pwr-share-seq_pct 0 \
    p_leak_nw 2.06 \
    hold_viol 0 \
    sw_frac_of_total_pct 37.5 \
    maxSlewViolCount 0 \
    vias 2716 \
    cp-end-kind "output port" \
    comb_power_share_pct 100.0 \
    timing.fmax_mhz 97.3 \
    setup_tns_ns -29.81 \
    synth.most_common_cell "ha_1" \
    final.setup.worst_slack_ns -3.08 \
    grt_max_degree 10 \
    dieHeight_um 90 \
    fin_crit_sh_pct 143 \
    rows 25 \
    antenna_found_initial 0 \
    yosys-top-cells-area "ha_1 27%, fa_1 6.2%, inv_1 5.0%" \
    ys_area_mm2 0.00227 \
    netlist_top_cells_count "49 x ha_1, 30 x inv_1, 26 x nor2_1, 20 x a21oi_1, 14 x nand2_1" \
    drcViolationCount 0 \
    grt_pass1_wl_um 12700 \
    syn_inst 289 \
    ioPinCount 48 \
    path_max_fanout 7 \
    cp.required_ns 5.76 \
    layout-drive-gt1-share_pct 46.1 \
    max_slew_margin_pct 35.7 \
    cts_hold_buf 0 \
    fin_area_mm2 0.00411 \
    post_synth_num_cell_types 52 \
    maxCapViolCount 0 \
    globalRouteTotalUtil_pct 17.9 \
    criticalPathCategory "in2out" \
    design.seq.count 0 \
    hp-class "in2out" \
    placed_area_mm2 0.00346 \
    detail_route.wirelength_um 8210 \
    register_area_um2 0 \
    seq_area_frac_synth_pct 0 \
    fp_util_pct 48.2 \
    worst_setup_path_start_kind "input port" \
    grt_pass1_vias 2686 \
    yosys_cells 289 \
    cellPowerDensity_mw_per_mm2 280 \
    antennaDiodeCount 0 \
    slowest_delay_ns 0.36 \
    place_hpwl_um 5280 \
    die_x_um 90 \
    synthesis.area_mm2 0.00227 \
    nClkBuffers 0 \
    fill_cells 237 \
    firstDrtPassIters 4 \
    avgSynthCellArea_um2 7.87 \
    yosys_warnings 0 \
    rsz0062_at_grt "yes" \
    setup_viol 11 \
    p_sw_mw 0.431 \
    wl_per_cell_um 15.5 \
    drt_iter0_drc 121 \
]
path summary, 6_finish.rpt:
kind | cells past startpoint | endpoint | start
worst max-delay path | 44 | mod[3] | b[0]
worst min-delay path | 5 | mod[0] | b[0]
worst max-delay path: cells and delay by family:
family          cells  cell delay [ns]
compound gates     11             1.93
simple gates       13             1.79
fa+ha+maj           6             1.46
buf+inv            10             1.13
mux                 4             1.08
cell usage in the layout (no fill, tap or decap), drive strengths merged, types with 2 or more instances in the layout:
cell type / n
clkinvlp: 2
and3: 3
xor2: 7
nand4: 3
or3: 5
o211ai: 3
o21a: 13
nand2b: 4
inv: 29
nor3: 9
fa: 7
o21ai: 12
clkdlybuf4s50: 32
ha: 49
xnor2: 12
mux2i: 5
or2: 2
buf: 143
o21bai: 4
nor2b: 9
nor4: 5
nand2: 14
nand3: 2
nor2: 26
and2: 3
mux2: 9
a21oi: 20
a21o: 5
conb: 7
o31ai: 3
power groups by stage:
stage | logic (mW) | registers [mW] | clock network, mW
CTS | 1.01 | 0 | 0
global route | 1.24 | 0 | 0
finish | 1.15 | 0 | 0
through the flow:
step | util (%) | setup slack, ns | instances | power [mW]
after floorplan | - | -2.82 | 295 | 0.394
after global placement | 73.4 | -3.83 | 469 | 0.773
after detailed placement | 73.4 | -3.89 | 469 | 0.783
after CTS | 83.5 | -2.95 | 518 | 1.01
after global routing | 87.1 | -3.53 | 529 | 1.24
final | 87.1 | -3.08 | 529 | 1.15
final cells by class:
class / instances / area, um^2 / share of cell area, %
inverters: 31 / 126 / 3.07
multi-input cells: 255 / 2430 / 59.1
well taps: 67 / 83.8 / 2.04
repair buffers: 176 / 1470 / 35.8
cell families after synthesis:
kind of cell             synth area share [%]
other                                   0.165
XOR/XNOR                                 8.31
AND-OR/OR-AND                            22.2
adder cells (fa/ha/maj)                  33.1
buffers and inverters                    7.81
AND/OR/NAND/NOR                          21.4
multiplexers                             6.99
repair_timing:
item,in CTS,in global routing
pin swaps,41,7
gates resized,88,15
setup buffers,52,12
cloned,0,0
setup endpoints to repair,11,11
layer usage:
metal	vias up	wire length (um)	global-route usage [%]
li1	1376	-	-
met1	1263	4110	26.0
met2	71	3570	28.1
met3	6	450	2.35
met4	0	84	3.05
met5	-	0	0
Power figures rest on the tool's default switching activity, not on a simulated workload.
